==> ./design.v <==
module PWM(clk, HighTime, LowTime, HighWrite, LowWrite, pwm);
input  [15:0] HighTime, LowTime;
output pwm;
input clk;
input  HighWrite, LowWrite;
reg [15:0] cnt = 0;
reg [15:0] high, low;
reg temp = 1;
assign pwm = temp;
always @(posedge (clk)) begin
	if (temp && cnt >= high) begin
		cnt = 0;
		temp = 0;
	end
	if (~temp && cnt >= low) begin
		cnt = 0;
		temp = 1;
	end
	cnt = cnt + 1;
end
always @(HighWrite)
	high = HighTime;
always @(LowWrite)
	low = LowTime;
endmodule
==> ./run.sh <==
#!/bin/bash
# OpenROAD 26Q1-2900-gdf79404cd8, Yosys 0.63+post, stock flow scripts
make -C /OpenROAD-flow-scripts/flow DESIGN_CONFIG=/design/flow/config.mk WORK_HOME=/design/flow/orfs finish
==> ./config.mk <==
export PLATFORM = sky130hd
export DESIGN_NAME = PWM
export DESIGN_NICKNAME = PWM
export VERILOG_FILES = /design/flow/design.v
export SDC_FILE = /design/flow/constraint.sdc
export NUM_CORES = 4
export LEC_CHECK = 1
export CORE_AREA = 10 10 104 104
export DIE_AREA = 0 0 114 114
==> ./constraint.sdc <==
current_design PWM

set clk_period 8.9
set clk_io_pct 0.2

create_clock -name clk0 -period $clk_period [get_ports {clk}]

set non_clock_inputs [all_inputs -no_clocks]
set_input_delay [expr $clk_period * $clk_io_pct] -clock clk0 $non_clock_inputs
set_output_delay [expr $clk_period * $clk_io_pct] -clock clk0 [all_outputs]
==> run summary <==
Results of the flow run.

The run finished with clean final reports. Counting instances, the worst hold path has a depth of 1. By area, the combinational part of the netlist is dominated by adder cells. The number of vias after detailed routing stands at 1423. The maximum number of pins on one net before global-route repair stands at 25.

The post-route netlist has 9.583% of its cells at a drive strength greater than 1. Setup total negative slack on the finished layout was measured at 0 ns. Measured against its own limit, the worst slew margin works out to 69.53%. The critical path is of the in2reg type. The synthesis stats list as the most numerous cell inv_1. The capture point of the worst register-to-register path is recorded as cnt[14].

The area share of and-or/or-and cells after synthesis stands at 18.59%. Based on the critical path, the design can be clocked at up to 0.1559 GHz. The worst register-to-register path has a setup slack of 4.11 ns. Per the synth log, the flip-flop and latch total comes to 17. The biggest cell delay along the critical path stands at 0.45 ns.

The number of global-route vias before repair stands at 1433. Broken down by cell family, the worst path's largest delay share belongs to simple AND/OR/NAND/NOR gates. Clock tree synthesis inserted a total of 3 buffers.

The biggest area contributor in the post-synthesis netlist is ha_1. The worst setup path is launched from an input port. The analysis attributes to cell leakage a power of 1.045 nW.

The first global-routing pass estimated 6555 um of wire. Per the final report, max-transition violations number 0. The worst slack on hold paths stands at 0.4817 ns.

The total die size stands at 0.01300 mm2. Data arrives at the worst endpoint at 6.58 ns. According to the floorplan report, the die height is 114 um. For this run, the leading register cell type out of synthesis is dfxtp_1. The maximum fanout along the worst path stands at 24. Counting every instance in the synthesized netlist gives 205. The proportion of synthesized chip area in sequential cells stands at 19.91%. The total area inside the core boundary comes to 0.008678 mm2. Per the gpl log, the routability congestion estimate is 0.8256. The detailed router used layers up to and including met4.

The synth_stat.txt file lists the number of cells as 205. Of the post-synthesis cell area, the dominant cell type holds 24.16%. Tracing the worst setup path back leads to its startpoint at HighTime[13]. The sum of internal, switching and leakage power stands at 0.3388 mW. The floorplan core density stands at 19.69%.

The number of hold-slack violations in the final timing report stands at 0. The fraction of the mapped netlist area in adder cells stands at 24.16%. The insertion delay at the late pin of the worst-skew pair stands at 0.25 ns. The cell count of the worst reg-to-reg path stands at 21. Data on the critical path is required at its endpoint by 9.06 ns. The report lists the number of standard-cell rows as 34. The total length of routed met3 wires stands at 197 um. The final setup skew stands at 0.003428 ns. The number of resized instances in the post-cts repair step stands at 0. The finished layout holds 348 standard cells, fillers aside.

Across the VDD grid, the largest voltage drop is 0.00004255 V. The area of all placed cells without fillers stands at 0.002201 mm2. The first detailed-routing pass ran for 3 iterations. The script logs the mean routed wire length per placed instance as 10.94 um. The total grt overflow stands at 0.

Port buffering added 33 buffers. The multi-input logic area stands at 0.001207 mm2. The worst setup path is captured at a flop.

Summing all multiplexer cells gives an area fraction of 0%. The total power divided by cell area stands at 153.9 mW/mm2. In this run the number of H-tree levels came out at 1.

Per the detail_route report, inserted antenna diodes total 0. The initial antenna violation count is 0. Looking at the post-CTS report, the setup buffer insertion count equals 0.

The slowest stage of the critical path is the clkdlybuf4s50_1 cell. The total placed instance area stands at 0.002156 mm2. The actual slew at the worst max-slew pin stands at 0.4554 ns. The timing report shows the most common cell along the critical path to be ha_1. The filler cells instantiated in the layout total 942. The horizontal die dimension reported for this design is 114 um.

The synthesized area divided by synthesized cell count stands at 8.337 um2. In this run the critical path is formed by clkdlybuf4s50_1 -> inv_1 -> ha_1 -> nand4_1 -> nor3_1 -> nor4b_4 -> o31ai_4 -> buf_4 -> and2_2 -> ha_1 -> a21o_1 -> a21oi_1 -> o211ai_1 -> o21a_1 -> a2bb2oi_4 -> nand2b_1 -> inv_1 -> ha_1 -> and3_1 -> nand3_1 -> nor2_1 -> a31oi_1 -> a311oi_1. The post-layout period usage of the worst path stands at 72.08%.

Of the total synthesized cell area, the portion taken by AND, OR, NAND and NOR gates is 23.28%. The utilization of the core after routing stands at 25.36%. The wire length on met1 stands at 1814 um. For reference, XOR and XNOR gates occupy 4.612% of the area reported after synthesis. The slack of the critical path stands at 2.484 ns. CTS placed an instance of clkbuf_8 at the clock tree root. For this design, the sink count on the clock tree is 17. The buffer depth of the longest clock path stands at 2. The global-route usage over all layers stands at 5.936%. The clock transition time at the flip-flop clock pins of the worst setup and hold paths stands at 0.06 ns. The placed wire-length estimate stands at 3174 um. Note that the worst hold path type here is reg2reg. STA lists the startpoint of the worst hold path as cnt[0]. The combined buffer and inverter count along the critical path stands at 4. TritonRoute reported its final design rule violation total as 0. The post-detailed-routing wire length stands at 3806 um. TritonCTS built the clock tree.

The setup slack after placement stands at 2.197 ns. The sequential cells in the finished layout cover a total of 340.3 um2. In this run the critical register-to-register path is launched from cnt[13]. The post-detailed-route via-to-cell ratio stands at 4.089.

Warnings reported by Yosys during synthesis add up to 1. The max-capacitance violation count stands at 0. Nets still carrying antenna violations after routing amount to 0. The number of top-level pins stands at 36. The endpoint of the worst hold path is reported as cnt[0]. Setup repair after global routing left no endpoint under its margin.

The post-synth count of flops with an enable pin is 0. The synthesis report lists the most area-consuming cells as ha_1 24%, dfxtp_1 20%, inv_1 7.9%. The routed design could run at a clock period as short as 6.416 ns.

The routed length on met2 stands at 1747 um. Synthesis instantiated 37 different standard cells from the library. The final timing report counts setup violations totalling 0. The cts-stage hold buffer count stands at 0. The count of routing violations after the opening detailed-route iteration stands at 18.

Yosys reports that the most numerous cell types are 36 x inv_1, 33 x ha_1, 17 x dfxtp_1, 15 x nor2_1, 12 x nand2_1. The cell area after synthesis stands at 0.001709 mm2. The number of warnings in the stage logs stands at 27. The share of async-settable or async-resettable flops after synthesis stands at 0%. The count of placed standard cells including taps stands at 344. The area growth from synthesis to layout is 28.77%. The synthesized netlist has a Yosys-reported chip area of 0.001709 mm2.
[final cells by class]
type | count | share of cell area [%]
sequential | 17 | 15.46
clock buffer | 4 | 2.047
multi-input combinational | 149 | 54.86
inverter | 36 | 6.140
timing repair buffer | 34 | 15.35
tap | 108 | 6.140
[cells by family (layout without fill, tap and decap cells)]
kind of cell | Yosys count | in the layout
AND/OR/NAND/NOR | 70 | 70
buffers and inverters | 39 | 74
AND-OR/OR-AND | 37 | 37
adder cells (fa/ha/maj) | 33 | 33
flip-flops | 17 | 17
XOR/XNOR | 9 | 9
[cell usage in the layout (no fill, tap or decap), drive strengths merged, types with 2 or more instances in the layout]
master         Yosys  layout
nand4              6       6
o21ai              5       5
nor2b              2       2
and2              16      16
inv               36      36
and3               5       5
clkbuf             1       4
a21oi             13      13
ha                33      33
nand3              4       4
nand2b             3       3
clkdlybuf4s50      0      33
dfxtp             17      17
a211oi             4       4
o21a               3       3
nor3               5       5
xnor2              3       3
nor2              15      15
nand2             12      12
xor2               6       6
a21o               3       3
[per-layer routing]
| metal | track usage (%) | up-vias |
|---|---|---|
| li1 | - | 772 |
| met1 | 7.925 | 628 |
| met2 | 9.719 | 18 |
| met3 | 1.542 | 5 |
| met4 | 0.6683 | 0 |
| met5 | 0 | - |
[registers in the layout (all words and copies together) (netlist names)]
name and count:
cnt 16, temp 1
[report_power, final]
| part | internal (mW) | switching (mW) |
|---|---|---|
| Sequential | 0.0963 | 0.0307 |
| Combinational | 0.0849 | 0.0704 |
| Clock | 0.0318 | 0.0249 |
[worst max path at each step]
stage             end  slack [ns]  depth (start not counted)
global route  cnt[14]        2.08                         23
CTS           cnt[14]        2.44                         23
finish        cnt[14]        2.48                         23
Power and IR drop assume default switching activity.
